--- flow/run.sh ---
#!/bin/bash
# OpenROAD 26Q1-2900-gdf79404cd8, Yosys 0.63+post, stock flow scripts
make -C /OpenROAD-flow-scripts/flow DESIGN_CONFIG=/design/flow/config.mk WORK_HOME=/design/flow/orfs finish
--- flow/design.v ---
module reader_13 (Clock, Resetn, w, z);
    input Clock, Resetn, w;
    output reg z;
    reg [2:1] y, Y;
    parameter [2:1] A = 2'b00, B = 2'b01, C = 2'b10, D=2'b11;
    always @(w or y)
        case (y)
            A: if(w) 
            begin
                z=0;
                Y<=B;
            end
            else    
                begin
                    Y<=A;
                end
            B: if(w)
            begin
                z=0;
                Y<=C;
            end
            else
                begin
                    Y<=A;
                end
            C: if(w)   
            begin
                z=0;
                Y<=A;
            end
            else
                begin
                    z=0;
                    Y<=D;
                end
            D: if (w)
            begin
                z=1;
                Y<=B;
            end
            else
                begin
                    z=0;
                    Y<=A;
                end
            default:
                begin
                    z=0;
                    Y<= 2'b00;
                    end
        endcase  
    always @(negedge Resetn or posedge Clock)
        if (Resetn == 0)  y <= A;   
        else y <= Y;
endmodule
--- flow/config.mk ---
export PLATFORM = sky130hd
export DESIGN_NAME = reader_13
export DESIGN_NICKNAME = reader_13
export VERILOG_FILES = /design/flow/design.v
export SDC_FILE = /design/flow/constraint.sdc
export NUM_CORES = 4
export LEC_CHECK = 1
export CORE_AREA = 10 10 70 70
export DIE_AREA = 0 0 80 80
--- flow/constraint.sdc ---
current_design reader_13

set clk_period 1.0
set clk_io_pct 0.2

create_clock -name clk0 -period $clk_period [get_ports {Clock}]

set non_clock_inputs [all_inputs -no_clocks]
set_input_delay [expr $clk_period * $clk_io_pct] -clock clk0 $non_clock_inputs
set_output_delay [expr $clk_period * $clk_io_pct] -clock clk0 [all_outputs]
==> summary.txt <==
Flow results follow.

The run finished with clean final reports. Per the timing report, the achievable frequency comes out to 1200 MHz. The final weighted congestion recorded by global placement is 0.594. The remaining global-route overflow is 0.

The number of antenna violations at the first check in global routing is 0. The area fraction in full adders, half adders and majority gates is 0%. The worst setup slack before clock tree synthesis is -0.0693 ns. The setup slack of the worst register-to-register path is 0.19 ns.

Across all layers, the routed design uses 117 vias. CTS added clock buffers totalling 3. In the synthesized netlist, the number of instances is 14. The finished layout reports a core utilization of 8.39%. The source-to-sink clock delay at the later pin of the worst-skew pair is 0.23 ns. The fraction of layout cells with a size suffix above 1 is 31.8%.

Antenna repair during routing inserted a diode count of 0. In this run the VDD rail shows a maximum IR drop of 210 uV. The CTS tree is built. The power density over cell area is 1530 mW/mm2. Per the detail_route report, DRC violations left total 0. Headroom to the max-slew limit came out at 84.1%. The mean area per synthesized cell is 11.8 um2.

The mean routed wirelength per cell is 4.76 um. For this run, the detailed router's first-pass iteration total came to 2. The worst min-delay path category is in -> async.

Post-CTS repair ended up resizing 0 cells. In the CTS report, the clock slew at the register clock pins of the worst setup and hold paths is listed as 0.04 ns. Looking at the clock tree report, the root buffer type is sky130_fd_sc_hd__clkbuf_4. The global-route wire length before repair is 641 um. For reference, compound AND-OR and OR-AND cells occupy 7.58% of the area reported after synthesis.

Measured in cells, the most critical reg-to-reg path has a length of 2. Looking at the clock tree report, the H-tree level count equals 1. The area of the die is 0.00640 mm2. The die boundary height is 80 um. The post-route worst setup slack is 0.164 ns.

The number of maximum-capacitance violations recorded for the run is 0. The number of warnings in the stage logs is 25. The max-slew violation count is 0. The cell-mix breakdown from Yosys lists the simple-gate area share as 19.7%. The total of endpoints with negative setup slack in the final report is 0. The fill cell total of the finished layout is 403. The clock period minus worst slack is 0.836 ns. The share of the synthesized area in the top cell type is 45.5%. The post-CTS setup-driven buffer insertion count is 0. The endpoint class of the critical path is a register. The largest net degree at the start of global routing is 7. The area share of xor/xnor cells in the synthesized design is 0%.

The number of routed nets with antenna violations is 0. The initial cell density of the core is 4.84%.

Setup repair after global routing left no endpoint under its margin. The number of global-route vias before repair was 151. The x dimension of the die is 80 um. The critical path startpoint category is a primary input. Multiplexer cells account for 0% of the synthesized area. The cell count in the Yosys report is 14. The report puts the hold buffer count at CTS at 0.

The leakage power is 0.109 nW. The half-perimeter wire length after detailed placement is 264 um. The area of the core region is 0.00342 mm2. After layout, the setup clock skew is reported as 0.00551 ns. The average vias per placed instance is 1.72. The number of register pins that no clock reaches is 1. The floorplan has 21 rows. The initial detailed-routing violation count is 3. Global routing consumed, over all layers together, 1.35% of the routing resources. The total standard cell area after synthesis is 165 um2. The final critical-path share of the clock period is 83.6%. The post-synthesis chip area from yosys is 165 um2.

For reference, the top cells by area after synthesis are sky130_fd_sc_hd__dfrtp_1, sky130_fd_sc_hd__dfstp_2, sky130_fd_sc_hd__and2_2. Per the run report, area growth between synthesis and finish was 73.5%. The number of buffers on the longest clock path is 2. The total routed wirelength is 324 um. The distinct cell type count after synthesis is 9.

The register bit total from synthesis is 5. The count of endpoints without a timing constraint is 2. The data required time of the worst path is 1.15 ns. The dominant cell type by area after synthesis is sky130_fd_sc_hd__dfrtp_1.

At the pin with the least slew margin, the transition time is 0.236 ns. According to the I/O placement log, the pin count is 4. The kind of critical path is in -> reg. The reg-to-reg startpoint is y[2]. Counting endpoints that fail hold in the final report gives 0.

The endpoint identified for the worst register-to-register timing path is y[0]. The highest fanout seen on the critical path is 2. The yosys warning tally is 1. Ranking logic cells in the layout by count gives the top entries sky130_fd_sc_hd__nor2_1, sky130_fd_sc_hd__clkbuf_4, sky130_fd_sc_hd__clkdlybuf4s50_1, sky130_fd_sc_hd__dfrtp_1, sky130_fd_sc_hd__and2_2. The count of buffers added on input and output ports is 3. The dominant combinational cell family by area after synthesis is simple AND/OR/NAND/NOR gates. Data arrives at the worst endpoint at 0.98 ns.
==> worst max path at each step <==
stage / startpoint / end / slack, ns / cells past startpoint
4_1_cts: w / y[0] / 0.18 / 3
5_1_grt: y[2] / y[0] / 0.12 / 2
6_report: w / y[0] / 0.16 / 3
==> area by class of cell <==
class | count | area [um2] | area share, %
inverter | 1 | 3.75 | 1.31
tap | 46 | 57.6 | 20.1
sequential | 5 | 116 | 40.6
multi-input combinational | 8 | 45.0 | 15.7
clock buffer | 4 | 26.3 | 9.17
timing repair buffer | 4 | 37.5 | 13.1
==> Yosys cell counts (all sizes together) <==
master,n
inv,1
dlxtn,1
nor2,3
a21oi,1
o21a,1
and2,2
nor4,1
dfrtp,3
dfstp,1
==> per-stage QoR <==
stage | total power, W | instance area (um2) | cells | hold WS (ns) | setup TNS, ns
6_report | 0.000438 | 287 | 68 | 0.155 | 0
3_3_place_gp | 0.000221 | 260 | 64 | 0.407 | -0.163
4_1_cts | 0.000457 | 287 | 68 | 0.150 | 0
3_5_place_dp | 0.000223 | 260 | 64 | 0.409 | -0.144
2_1_floorplan | 0.000202 | 165 | 14 | -0.0956 | 0
5_1_grt | 0.000486 | 287 | 68 | 0.140 | 0
==> flip-flops by register name (all words and copies together), names as in the netlist <==
| register | count |
|---|---|
| y | 4 |
| z | 1 |
==> per-layer routing <==
metal  share of wire, %  wire length [um]  GRT usage, %
met5                  0                 0             0
met4                1.5                 5         0.880
met3                 16                53          1.48
met2                 46               150          1.69
met1                 35               115          1.27
==> worst max-delay path, cell delays in order <==
cell and delay, ns:
sky130_fd_sc_hd__clkdlybuf4s50_1 0.43, sky130_fd_sc_hd__nor4_1 0.29, sky130_fd_sc_hd__a21oi_1 0.07
==> report_power, final <==
part | leakage, nW | switching (W) | internal, W
Combinational | 0.0359 | 0.0000129 | 0.0000199
Sequential | 0.0583 | 0.00000701 | 0.000180
Clock | 0.0150 | 0.0000682 | 0.000150
Total | 0.109 | 0.0000882 | 0.000350
==> logic make-up (layout without fill, tap and decap cells) <==
logic type / Yosys count / count (layout)
DFF: 4 / 4
latches: 1 / 1
AOI/OAI and AO/OA: 2 / 2
and+or+nand+nor: 6 / 6
buffers and inverters: 1 / 9
Power figures rest on the tool's default switching activity, not on a simulated workload.
